==> design.v <==
`timescale 1 ns / 1 ps
module camera_controller ( init ,exp_increase ,exp_decrease ,
    clk ,rst ,NRE_1 ,NRE_2 ,ADC ,expose ,erase );
input wire init ;
input wire exp_increase ;
input wire exp_decrease ;
input wire clk ;
input wire rst ;
output reg NRE_1 ;
output reg NRE_2 ;
output reg ADC ;
output reg expose ;
output reg erase ;
reg [4:0] exp_time;
reg [4:0] cnt;
reg [1:0] state;
initial begin
    NRE_1 = 1;
    NRE_2 = 1;
    ADC = 0;
    expose = 0;
    erase = 1;
    exp_time = 5'd16;
    cnt = 5'd0;
    state = 2'd0;
end
always @(posedge clk) begin
    if (rst) begin
        NRE_1 = 1;
        NRE_2 = 1;
        ADC = 0;
        expose = 0;
        erase = 1;
        exp_time = 5'd16;
        cnt = 5'd0;
        state = 2'd0;
    end else begin
        case (state)
            2'd0: begin
                if (init) begin
                    erase = 0;
                    expose = 1;
                    cnt = exp_time - 1;
                    state = 2'd1;
                end else begin
                    if (exp_increase) begin
                        if (exp_time < 30) exp_time++;
                    end else if (exp_decrease) begin
                        if (exp_time > 2) exp_time--;
                    end
                end
            end
            2'd1: begin
                if (cnt > 0) begin
                    cnt--;
                end else begin
                    expose = 0;
                    cnt = 5'd8;
                    state = 2'd2;
                end
            end
            2'd2: begin
                if (cnt > 0) begin
                    case (cnt)
                        5'd8: NRE_1 = 0;
                        5'd7: ADC = 1;
                        5'd6: ADC = 0;
                        5'd5: NRE_1 = 1;
                        5'd4: NRE_2 = 0;
                        5'd3: ADC = 1;
                        5'd2: ADC = 0;
                        5'd1: NRE_2 = 1;
                    endcase
                    cnt--;
                end else begin
                    erase = 1;
                    state = 2'd0;
                end
            end
        endcase
    end
end
endmodule
==> run.sh <==
#!/bin/bash
# OpenROAD 26Q1-2900-gdf79404cd8, Yosys 0.63+post, stock flow scripts
make -C /OpenROAD-flow-scripts/flow DESIGN_CONFIG=/design/flow/config.mk WORK_HOME=/design/flow/orfs finish
==> config.mk <==
export PLATFORM = sky130hd
export DESIGN_NAME = camera_controller
export DESIGN_NICKNAME = camera_controller
export VERILOG_FILES = /design/flow/design.v
export SDC_FILE = /design/flow/constraint.sdc
export NUM_CORES = 4
export LEC_CHECK = 1
export CORE_AREA = 10 10 106 106
export DIE_AREA = 0 0 116 116
==> constraint.sdc <==
current_design camera_controller

set clk_period 3.7
set clk_io_pct 0.2

create_clock -name clk0 -period $clk_period [get_ports {clk}]

set non_clock_inputs [all_inputs -no_clocks]
set_input_delay [expr $clk_period * $clk_io_pct] -clock clk0 $non_clock_inputs
set_output_delay [expr $clk_period * $clk_io_pct] -clock clk0 [all_outputs]
==> reports/qor.yml <==
grt_overflow: 0
timing.final.crit_period_ns: 2.16
numCtsBuffers: 3
fin_skew_ns: 0.00254
ys_types: 40
hold_ws_ns: 0.477
crit_fanout: 8
cts.sinks: 17
fp_util_pct: 13.0
route.vias.total: 946
grt_pass1_vias: 886
clk_pin_slew_ns: 0.07
vdd_ir_drop_max_uv: 433
status: "completed"
die_w_um: 116
edf_count: 0
globalplace.congestion: 0.837
netlist.area_leader.share_pct: 29.5
place_area_um2: 1330
clock_latency_ns: 0.25
io_pins: 10
synth_chip_area_um2: 1150
min_path_type: "reg2reg"
setup_tns_ns: 0
openroad.warnings: 32
ctsRootBufferMaster: "clkbuf_8"
powerDensity_nw_per_um2: 683
synthArstFlopShare_pct: 0
syn-mean-instance-area_um2: 8.35
flop_cell: "dfxtp_1"
slew_headroom_pct: 59.6
area_growth_pct: 19.7
timing_hold_violations_final: 0
critPathCapture: "cnt[1]"
wirelength_um: 2420
critical_path_class: "in2reg"
ys_seq_share_pct: 29.5
wl_per_cell_um: 9.62
htreeDepth: 1
yosysWarnings: 1
drv_cap: 0
grt.total_usage_pct: 3.72
final_antenna_net_count: 0
ys_cells: 138
syn_inst: 138
top_area_cell: "dfxtp_1"
synthesis.area_um2: 1150
grt_start_max_net_pins: 17
reg2regPathDepth: 6
numPortBuffers: 9
grt_pass1_wl_um: 4200
drc: 0
drive_gt1_share_pct: 9.03
ys_ff: 17
antenna_found_initial: 0
r2r_slack_ns: 1.85
drt_iter0_drc: 34
dp.final_hpwl_um: 1800
postLayoutCellArea_um2: 1380
cp.arrival_ns: 2.30
vias_per_cell: 3.75
drtPass1Iterations: 4
cts_hold_buf: 0
min_path_cells: 2
rsz0062_at_grt: "no"
die_area_um2: 13500
fp-row-count: 34
core_region_area_um2: 8850
area_leaders: "dfxtp_1 30%, ha_1 11%, a21oi_1 6.9%"
finalSetupViolCount: 0
cts_setup_buffers: 0
tightestPinTransition_ns: 0.605
worstReg2RegStart: "cnt[0]"
crit_path_start: "init"
die_y_um: 116
rr_endpoint: "cnt[1]"
crit_path_end_kind: "register"
cts_tree: "done"
slew_viol_final: 0
finalClockPeriodUsage_pct: 58.3
required_ns: 3.84
fmax_ghz: 0.464
start_kind: "primary input"
leakage_nw: 0.487
cts.repair.resized: 0
antenna_cells_inserted: 0
clock_path_buffers: 2
-- metal layers --
metal / up-vias / track usage [%] / part of all wire [%]
met3: 0 / 1.05 / 3.8
met5: - / 0 / 0
met2: 11 / 5.42 / 41
met1: 435 / 5.57 / 55
li1: 500 / - / -
met4: 0 / 0.167 / 0
-- critical path, cell delays in order --
cell	delay, ns
clkdlybuf4s50_1	0.48
nand2b_1	0.33
nand2b_4	0.13
a31oi_4	0.24
o21ai_0	0.12
o221a_2	0.25
-- registers in the layout (all words and copies together), names as in the netlist --
signal    flops
cnt           5
exp_time      5
state         2
ADC           1
NRE_1         1
NRE_2         1
erase         1
expose        1
-- final cells by class --
| cell class | count | area, um^2 |
|---|---|---|
| Tap cell | 108 | 135 |
| Multi-Input combinational cell | 106 | 738 |
| Fill cell | 1004 | 7470 |
| Timing Repair Buffer | 9 | 90.1 |
| Inverter | 8 | 30.0 |
| Clock buffer | 4 | 45.0 |
| Sequential cell | 17 | 340 |
-- logic make-up (layout without fill, tap and decap cells) --
logic type                 count (synthesis)  in the layout  synth area share, %
DFF                                       17             17                 29.5
xor gates and xnor gates                   8              8                 6.08
muxes                                      1              1                0.869
adders and majority gates                 10             10                 10.9
AOI/OAI and AO/OA                         43             43                 25.8
and+or+nand+nor                           44             44                 20.4
buffers and inverters                     15             21                 6.41
-- stage by stage --
stage / utilization (%) / total power (W) / setup slack (ns) / instances
2_1_floorplan: - / 0.000701 / 2.00 / 138
3_3_place_gp: 15.1 / 0.000803 / 1.34 / 248
3_5_place_dp: 15.1 / 0.000804 / 1.30 / 248
4_1_cts: 15.6 / 0.000949 / 1.56 / 252
5_1_grt: 15.6 / 0.00104 / 1.44 / 252
6_report: 15.6 / 0.000942 / 1.54 / 252
-- cells in the final DEF (no fill, tap or decap), types with 3 or more instances in the layout --
cell / n
a21oi_1: 16
clkbuf_8: 3
clkdlybuf4s50_1: 9
dfxtp_1: 17
ha_1: 10
inv_1: 8
nand2_1: 11
nand2b_1: 3
nor2_1: 9
nor3_1: 5
nor3b_1: 3
o21ai_0: 9
xnor2_1: 7
-- worst min-delay path by stage --
stage | startpoint | endpoint | slack [ns]
CTS | expose | expose | 0.48
global route | expose | expose | 0.52
finish | expose | expose | 0.48
-- Yosys cell counts, types with 3 or more instances --
| master | count |
|---|---|
| o21ai_0 | 9 |
| xnor2_1 | 7 |
| nor2_1 | 9 |
| nand2b_1 | 3 |
| nand2_1 | 11 |
| ha_1 | 10 |
| inv_1 | 8 |
| nor3_1 | 5 |
| dfxtp_1 | 17 |
| nor3b_1 | 3 |
| a21oi_1 | 16 |
-- where the power goes --
| part | switching, W | total [W] | leakage, nW | internal, W |
|---|---|---|---|---|
| clock network | 0.0000613 | 0.000138 | 0.0228 | 0.0000763 |
| logic | 0.000264 | 0.000486 | 0.325 | 0.000222 |
| registers | 0.0000802 | 0.000318 | 0.140 | 0.000238 |
| total | 0.000405 | 0.000942 | 0.487 | 0.000537 |
Power and IR drop assume default switching activity.
